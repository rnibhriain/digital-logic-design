==> design/flow/design.v <==
module FiniteStateMachine (output out_z, input in_x, in_y, clk, reset_b);
	reg[1:0] state, next_state;
	assign out_z = ((state == 2'b11) || (state == 2'b10));
	always @ (posedge clk, negedge reset_b)
		if (reset_b == 1'b0) state <= 2'b00;
		else state <= next_state;
	always @ (state, in_x, in_y)
	case (state)
		2'b00:	if ({in_x, in_y} == 2'b00) next_state = 2'b00;
			else if ({in_x, in_y} == 2'b01) next_state = 2'b00;
			else if ({in_x, in_y} == 2'b10) next_state = 2'b11;
			else next_state = 2'b01;
		2'b01:	if ({in_x, in_y} == 2'b00) next_state = 2'b11;
			else if ({in_x, in_y} == 2'b01) next_state = 2'b00;
			else if ({in_x, in_y} == 2'b10) next_state = 2'b01;
			else next_state = 2'b00;
		2'b10:	if ({in_x, in_y} == 2'b00) next_state = 2'b11;
			else if ({in_x, in_y} == 2'b01) next_state = 2'b10;
			else if ({in_x, in_y} == 2'b10) next_state = 2'b11;
			else next_state = 2'b10;
		2'b11:	if ({in_x, in_y} == 2'b00) next_state = 2'b00;
			else if ({in_x, in_y} == 2'b01) next_state = 2'b10;
			else if ({in_x, in_y} == 2'b10) next_state = 2'b11;
			else next_state = 2'b00;
	endcase
endmodule
==> design/flow/run.sh <==
#!/bin/bash
# OpenROAD 26Q1-2900-gdf79404cd8, Yosys 0.63+post, stock flow scripts
make -C /OpenROAD-flow-scripts/flow DESIGN_CONFIG=/design/flow/config.mk WORK_HOME=/design/flow/orfs finish
==> design/flow/config.mk <==
export PLATFORM = sky130hd
export DESIGN_NAME = FiniteStateMachine
export DESIGN_NICKNAME = FiniteStateMachine
export VERILOG_FILES = /design/flow/design.v
export SDC_FILE = /design/flow/constraint.sdc
export NUM_CORES = 4
export LEC_CHECK = 1
export CORE_AREA = 10 10 70 70
export DIE_AREA = 0 0 80 80
==> design/flow/constraint.sdc <==
current_design FiniteStateMachine

set clk_period 1.7
set clk_io_pct 0.2

create_clock -name clk0 -period $clk_period [get_ports {clk}]

set non_clock_inputs [all_inputs -no_clocks]
set_input_delay [expr $clk_period * $clk_io_pct] -clock clk0 $non_clock_inputs
set_output_delay [expr $clk_period * $clk_io_pct] -clock clk0 [all_outputs]
==> flow_summary_export.csv <==
group,metric,value,unit
worst_hold_path,hold_path_class,"in2async",
routing,wl_met1,176,um
sta,skew,0.00834,ns
cts,path_clk_slew,0.04,ns
finish,mi_logic_area,82.6,um^2
floorplan,fp_util,5.31,%
finish,reg_top3,"state x4",
critical_path,arrival,1.27,ns
synthesis,ys_warn_count,1,
routing,vias,141,
place,pre_cts_ws,0.272,ns
synthesis,yosysCellCount,15,
floorplan,rows,21,
finish,lay_top_count,"clkdlybuf4s50_1",
global_route,grt_pass1_wl,648,um
global_route,grt_usage,1.39,%
routing,wl_met2,141,um
finish,layout-drive-gt1-share,21.7,%
synthesis,adder_share,0,%
sta,fin_setup_tns,0,ns
critical_path,critPathLaunch,"state[3]",
synthesis,yosys_area,181,um^2
routing,routed_wl,424,um
routing,antenna_left,0,
routing,first_pass_iters,4,
cts,cts_root_buf,"clkbuf_4",
floorplan,fp.dieH,80,um
cts,clk_latency,0.23,ns
finish,regMostFlops,"state",
synthesis,yosysTopAreaCell,"dfrtp_1",
routing,dr.first_iter.drc_count,2,
finish,lay_top_cells,"4 x clkdlybuf4s50_1, 3 x nor2b_1, 3 x clkbuf_4, 3 x dfrtp_1, 2 x nor3_1",
finish,synthToLayoutAreaGrowth,69.7,%
global_route,grt_max_degree,7,
critical_path,endpoint_kind,"output pin",
critical_path,worst-setup-path-type,"reg2out",
power,pwr_density_cell,941,nW/um^2
critical_path,path_cells,"or2_4, clkdlybuf4s50_1",
sta,max_slew_margin,83.3,%
sta,worstMarginPinSlew,0.247,ns
cts,cts_tree,"done",
critical_path,required,1.36,ns
sta,setup_violations,0,
synthesis,ys.flops,4,
place,io_buffers,4,
cts,cts-buffers-inserted,3,
flow_run,drv_cap,0,
critical_path,cpPeakStageDelay,0.40,ns
finish,seqCellArea,101,um^2
cts,cts.sinks,4,
power,finalPower,290,uW
sta,max_freq,620,MHz
synthesis,synth_seq_share,55.9,%
sta,layout_min_cycle_time,1.61,ns
floorplan,die-width,80,um
floorplan,core_area,3420,um^2
synthesis,ys_sh_simple,24.1,%
place,globalplace.congestion,0.711,
critical_path,reg2reg_slack,0.81,ns
critical_path,r2r_cells,2,
cts,postCtsHoldBufs,0,
global_route,grt_antenna_before_repair,0,
cts,cts.repair.resized,0,
synthesis,syn_avg_cell_area,12.1,um^2
sta,slew_viol_final,0,
synthesis,mux_share,5.52,%
synthesis,synthCells,15,
cts,cts_buffer_depth,2,
synthesis,ys_sh_aoi,9.66,%
sta,finalCritPeriodShare,94.9,%
sta,finalHoldViolCount,0,
finish,largest_reg_flops,4,
floorplan,fp.dieArea,6400,um^2
finish,nFillCells,401,
sta,rsz0062_at_grt,"no",
critical_path,reg2reg_to,"state[3]",
synthesis,ys_top_cells_by_area,"dfrtp_1 41%, dfstp_2 14%, nor2b_1 10%",
flow_run,log.warning_count,25,
critical_path,critPathSlowestCell,"clkdlybuf4s50_1",
synthesis,logic_family,"simple AND/OR/NAND/NOR gates",
power,vdd_ir_drop_max,0.000124,V
critical_path,setup.worst_path.end,"out_z",
global_route,grt.overflow.total,0,
synthesis,syn-cell-area,181,um^2
routing,viasPerCell,2.04,
sta,whs,0.299,ns
sta,layout_setup_ws,0.0867,ns
critical_path,startpoint_type,"flop",
routing,highest_layer,"met3",
floorplan,io_pins,5,
routing,wl_per_cell,6.14,um
routing,diodes,0,
synthesis,ys_sh_xor,4.83,%
synthesis,synth.top_cell.area_share,41.4,%
power,p_leak,0.109,nW
critical_path,crit_fanout,4,
cts,h-tree-depth,1,
outcome,status,"complete, no violations",
routing,met3_length,105,um
finish,utilization,9.01,%
critical_path,reg2reg_from,"state[3]",
global_route,grt_pass1_vias,158,
cts,postCtsSetupRepairBufs,0,
place,place_hpwl,338,um
routing,drc_errors,0,
synthesis,ys_types,10,
-- area by class of cell --
class	instances	share of cell area (%)
flip-flops and latches	4	32.9
clock buffers	4	8.54
repair buffers	4	13.0
well taps	46	18.7
multi-input cells	11	26.8
-- worst max-delay path: cells and delay by family, from the launching register on --
family,cells,cell delay [ns]
DFF,1,0.39
and+or+nand+nor,1,0.25
buffers and inverters,1,0.40
-- synthesized netlist by cell type, drive strengths merged --
cell type / instances
dfrtp: 3
nor2b: 3
nor3: 2
a221o: 1
dfstp: 1
mux2i: 1
nor4b: 1
o21a: 1
or2: 1
xnor2: 1
-- kinds of logic (layout without fill, tap and decap cells) --
logic type,Yosys count,in the layout
and+or+nand+nor,7,7
DFF,4,4
buffers and inverters,0,8
muxes,1,1
xor gates and xnor gates,1,1
AOI/OAI and AO/OA,2,2
-- how the worst min path moves through the flow --
stage,from,end,slack [ns]
after CTS,reset_b,state[3],0.29
after global routing,reset_b,state[3],0.29
final,reset_b,state[3],0.30
-- per-layer routing --
layer | up-vias | track usage (%)
li1 | 69 | -
met1 | 67 | 1.34
met2 | 5 | 1.52
met5 | - | 0
met3 | 0 | 2.05
met4 | 0 | 0.528
-- per-stage QoR --
step / cell area, um^2 / cells
global placement: 279 / 65
detailed placement: 279 / 65
finish: 308 / 69
CTS: 305 / 69
floorplan: 181 / 15
global route: 308 / 69
-- power breakdown --
part           total (mW)  internal (mW)  switching (mW)  leakage, nW
combinational      0.0454         0.0307          0.0147       0.0432
clock               0.126         0.0880          0.0379       0.0150
sequential          0.118          0.110         0.00877       0.0507
total               0.290          0.228          0.0613        0.109
Power and IR drop assume default switching activity.
