`/design/flow/design.v`:
```
module Compare (A, B, Y);
	output [5:0] Y;
	input [3:0] A;
	input [3:0] B;
	assign {Y[5]} = (A==B) ? 1:0;
	assign {Y[4]} = (A!=B) ? 1:0;
	assign {Y[3]} = (A>B) ? 1:0;
	assign {Y[2]} = (A<B) ? 1:0;
	assign {Y[1]} = (A>=B) ? 1:0;
	assign {Y[0]} = (A<=B) ? 1:0;
endmodule
```
`/design/flow/run.sh`:
```
#!/bin/bash
# OpenROAD 26Q1-2900-gdf79404cd8, Yosys 0.63+post, stock flow scripts
make -C /OpenROAD-flow-scripts/flow DESIGN_CONFIG=/design/flow/config.mk WORK_HOME=/design/flow/orfs finish
```
`/design/flow/config.mk`:
```
export PLATFORM = sky130hd
export DESIGN_NAME = Compare
export DESIGN_NICKNAME = Compare
export VERILOG_FILES = /design/flow/design.v
export SDC_FILE = /design/flow/constraint.sdc
export NUM_CORES = 4
export LEC_CHECK = 1
export CORE_AREA = 10 10 70 70
export DIE_AREA = 0 0 80 80
```
`/design/flow/constraint.sdc`:
```
current_design Compare

set clk_period 1.3
set clk_io_pct 0.2

create_clock -name clk0 -period $clk_period

set non_clock_inputs [all_inputs -no_clocks]
set_input_delay [expr $clk_period * $clk_io_pct] -clock clk0 $non_clock_inputs
set_output_delay [expr $clk_period * $clk_io_pct] -clock clk0 [all_outputs]
```
==> impl_metrics.tcl <==
# implementation run metrics
set metrics [dict create \
    outcome "finished, violations left" \
    violations "setup timing" \
    netlist.top_cell.by_area "sky130_fd_sc_hd__ha_1" \
    synth_largest_type_area_fraction 0.3846 \
    post-route-period-util 1.164 \
    yosysSeqAreaShare 0 \
    height_of_the_chip_um 80 \
    numSequentialCells 0 \
    maxCapViolations 0 \
    number_of_cell_instances_after_yosys_synthesis 17 \
    detailed_place_hpwl_um 532.6 \
    cts-hold-fix-buffers 0 \
    yosysUniqueCellTypes 10 \
    hold_removal_path_class "in2out" \
    std_cell_rows 21 \
    number_of_nets_still_failing_antenna_checks_after_routing 0 \
    relSlewSlack 0.8798 \
    area_leaders "sky130_fd_sc_hd__ha_1 (38%), sky130_fd_sc_hd__inv_1 (12%), sky130_fd_sc_hd__nor2b_4 (11%), sky130_fd_sc_hd__o211ai_2 (9.6%), sky130_fd_sc_hd__a21oi_1 (7.7%)" \
    cp_cell_sequence "buf_8, inv_4, ha_4, nor2b_4, o211ai_2, buf_4, a21o_1, buf_2" \
    antenna_found_initial 0 \
    critPathRequiredTime_ps 1040 \
    globalRouteOverflowTotal 0 \
    ff_latch_area_um2 0 \
    power-per-cell-area_nw_per_um2 354.2 \
    summed_instance_area_of_the_synthesized_netlist_um2 130.1 \
    synthesis.area_per_instance_um2 7.654 \
    drive_above_1_share 0.9250 \
    grtUsageMet1 0.03230 \
    gpl.final_weighted_congestion 0.6770 \
    timing.setup.tns_ps -949.0 \
    number_of_buffers_added_on_ports 14 \
    global_route.usage.met3 0.007955 \
    cp.arrival_ps 1250 \
    ir_drop_mv 0.05389 \
    timing.critical_path.slowest_cell_delay_ps 250 \
    fmax_mhz 660.9 \
    number_of_setup_violations_in_the_final_report 6 \
    detail_route.first_pass.iterations 2 \
    final-max-slew-violation-count 0 \
    grt_pass1_vias 243 \
    timing.critical_path.slowest_stage_cell "sky130_fd_sc_hd__ha_4" \
    netlist_instances 17 \
    warning_count 34 \
    max_slew.worst_pin.slew_ps 179.7 \
    grt.total_usage 0.02471 \
    critical_path_fanouts_max 3 \
    busiest_layer "met2" \
    min_cycle_time_layout_ps 1513 \
    worst_setup_path_end_kind "output port" \
    clock_buffer_count 0 \
    drcViolationCount 0 \
    drt-total-wl_um 763 \
    grt_pass1_wl_um 1324 \
    critPathKind "in2out" \
    drt_iter0_markers 3 \
    fp_util 0.03810 \
    worstSetupStartpointType "primary input" \
    timing.final.ws_setup_ps -213.1 \
    die_area_um2 6400 \
    timing.final.hold_violations 0 \
    die.size.x_um 80 \
    yosysWarningCount 0 \
    finalInstanceArea_um2 454.2 \
    area_growth_from_synthesis_to_layout_pct 249.0 \
    placement.cell_area_um2 342.8 \
    gr-usage-met2 0.04093 \
    p_leak_nw 0.2056 \
    pin_count_of_the_biggest_net_entering_global_routing 4 \
    placeableCoreArea_um2 3416 \
    avg_vias_per_cell 2.384 \
    route.detailed.wl_per_inst_um 8.872 \
    floorplan.io_pins 14 \
    antenna_cells_inserted 0 \
    routed-via-count 205 \
    yosys-stat-area_um2 130.1 \
    rsz_0062_raised_after_global_routing "yes" \
]
-- layout make-up --
| class | count | area [um2] |
|---|---|---|
| repair buffers | 23 | 193.9 |
| inverters | 5 | 21.27 |
| multi-input cells | 12 | 181.4 |
| fillers | 388 | 2962 |
| well taps | 46 | 57.56 |
-- worst paths after layout --
path,cells past startpoint,to,from
min,5,Y[1],A[3]
max,8,Y[0],B[1]
-- logic make-up after synthesis --
kind of cell / count (synthesis) / synth area share
compound gates: 4 / 0.2308
fa+ha+maj: 4 / 0.3846
buf+inv: 5 / 0.1442
simple gates: 4 / 0.2404
-- per-stage QoR --
step	util	setup slack (ps)	std cells	hold WS, ps	total power, mW
2_1_floorplan	-	73.07	17	729.4	0.03884
3_3_place_gp	0.1004	-949.9	79	1732	0.1208
3_5_place_dp	0.1004	-955.4	79	1734	0.1209
4_1_cts	0.1220	-234.8	85	944.9	0.1480
5_1_grt	0.1330	-254.8	86	937.3	0.1790
6_report	0.1330	-213.1	86	909.0	0.1609
-- per-layer routing --
layer,share of wire,wire (um)
met1,0.39,297
met2,0.48,367
met3,0.13,98
met4,0,0
met5,0,0
-- report_power, final --
part           internal (mW)  switching (mW)  total [mW]
clock network              0               0           0
registers                  0               0           0
logic                  0.103          0.0580       0.161
-- placed cells by master, fill, tap and decap left out, drive strengths merged --
cell | Yosys | final
a21o | 1 | 1
and2 | 1 | 1
buf | 0 | 23
o211ai | 1 | 1
nand4 | 1 | 1
inv | 5 | 5
nand3 | 1 | 1
ha | 4 | 4
a21oi | 2 | 2
nor2b | 1 | 1
-- what timing repair did --
item,CTS,global route
buffers inserted,7,1
pin swaps,10,6
setup endpoints to repair,6,6
endpoints found under the hold margin,0,0
gates resized,67,7
-- critical path: cells and delay by family --
kind	cells	cell delay [ps]
buffers and inverters	4	360
adder cells (fa/ha/maj)	1	250
AND-OR/OR-AND	2	250
AND/OR/NAND/NOR	1	130
-- Yosys cell counts (all sizes together) --
| master | n |
|---|---|
| inv | 5 |
| ha | 4 |
| a21oi | 2 |
| a21o | 1 |
| and2 | 1 |
| nand3 | 1 |
| nand4 | 1 |
| nor2b | 1 |
| o211ai | 1 |
No activity file was given, so power comes from the tool's default toggle rates.
