File: /design/flow/config.mk
export PLATFORM = sky130hd
export DESIGN_NAME = BCD_Adder
export DESIGN_NICKNAME = BCD_Adder
export VERILOG_FILES = /design/flow/design.v
export SDC_FILE = /design/flow/constraint.sdc
export NUM_CORES = 4
export LEC_CHECK = 1
export CORE_AREA = 10 10 70 70
export DIE_AREA = 0 0 80 80
File: /design/flow/design.v
module BCD_Adder(
	output [3:0]	Sum,
	output		Carry_out,
	input[3:0]	Addend, Augend,
	input		Carry_in
);
	reg [4:0] s2;	
	assign Sum = s2[3:0];
	assign Carry_out = s2[4];
	always	@(*)
	begin
	s2 = Addend + Augend + Carry_in;
	if (s2 > 9 ) s2 = s2 + 6;
	end
endmodule
File: /design/flow/run.sh
#!/bin/bash
# OpenROAD 26Q1-2900-gdf79404cd8, Yosys 0.63+post, stock flow scripts
make -C /OpenROAD-flow-scripts/flow DESIGN_CONFIG=/design/flow/config.mk WORK_HOME=/design/flow/orfs finish
File: /design/flow/constraint.sdc
current_design BCD_Adder

set clk_period 4.9
set clk_io_pct 0.2

create_clock -name clk0 -period $clk_period

set non_clock_inputs [all_inputs -no_clocks]
set_input_delay [expr $clk_period * $clk_io_pct] -clock clk0 $non_clock_inputs
set_output_delay [expr $clk_period * $clk_io_pct] -clock clk0 [all_outputs]
==> flow_summary.toml <==
# physical design summary
[placed_design]
portBuffers = 14
place_inst = 90
place_area_um2 = 477
gp_congestion = 0.737
dp_hpwl_um = 627
pre_cts_slack_ns = -0.0601

[die]
floorplan.die.width_um = 80
io_pins = 14
die_h_um = 80
core.rowCount = 21
fp_util_pct = 7.29
chipArea_mm2 = 0.00640
core_area_mm2 = 0.00342

[timing]
max_freq_mhz = 210
fin_ws_ns = 0.134
slew_violations = 0
finalHoldViolCount = 0
grt_setup_unrepaired = "no"
slew_headroom_pct = 68.4
post-route-period-util_pct = 97.3
fin_crit_ns = 4.77
setup_violations = 0
worstMarginPinSlew_ns = 0.473

[global_routing]
gr-total-overflow = 0
antenna_found_initial = 0
grt_max_degree = 5
grt_pass1_wl_mm = 1.10
grt_pass1_vias = 255
track_usage_pct = 1.95

[power_and_ir_drop]
power_density_mw_per_mm2 = 178
power_uw = 88.3
peakVddDrop_mv = 0.0256
p_leak_uw = 0.000219

[logic_synthesis]
ys_cells = 26
top_area_cell = "ha_1"
ys_seq_share_pct = 0
netlist_instances = 26
yosysWarnings = 1
syn_area_per_cell_um2 = 9.58
syn_area_um2 = 249
yosys.area.top_type_share_pct = 20.1
top_cells_by_area = "ha_1 (20%), fa_1 (16%), o31ai_4 (8.5%)"
yosys_area_um2 = 249
synth.distinct_cells = 16

[route]
totalWireLength_um = 645
viasPerCell = 2.99
vias = 272
drt_iter0_markers = 22
first_pass_iters = 2
drc_errors = 0
diodes = 0
postRouteAntennaNets = 0
wl_per_cell_um = 7.09

[worst_setup_path]
critical_path.max_fanout = 3
required_ns = 3.92
critical_path_class = "input port to output pin"
worstSetupStartpointType = "input port"
arrival_ns = 3.79
cp-end-kind = "output pin"

[job]
warnings = 32
cap_violations = 0

[finish]
final_area_um2 = 497
nFlopsAndLatches = 0
clock_buffers = 0
register_area_um2 = 0
synthToLayoutAreaGrowth_pct = 99.5
fin_cells = 91
nFillCells = 387
drive_above_1_share_pct = 22.2
comb_area_um2 = 246

[min_path]
hold_class = "input port to output pin"
whs_path_depth = 3

[run_status]
status = "finished clean"
power by group:
part | internal, µW | total, µW | switching (µW)
sequential | 0 | 0 | 0
combinational | 57.4 | 88.3 | 31.0
clock | 0 | 0 | 0
final timing paths:
check | end | slack (ns) | start
worst min-delay path | Sum[0] | 2.77 | Augend[0]
worst max-delay path | Sum[2] | 0.13 | Addend[0]
layout make-up:
class,instances,area share [%]
Multi-Input combinational cell,24,49.6
Inverter,2,1.51
Tap cell,46,11.6
Timing Repair Buffer,19,37.3
synth_stat cells:
cell and count:
fa_1 2, mux2i_1 2, nor2b_1 2, a211o_1 1, a21oi_1 3, a2111oi_2 1, inv_1 2, o22ai_1 1
ha_1 4, a211oi_1 1, a31o_2 1, xnor2_1 2, a21o_1 1, nand3_1 1, and3_1 1, o31ai_4 1
layout by cell type, fill, tap and decap left out:
master / Yosys / final
clkdlybuf4s50_1: 0 / 11
a21o_1: 1 / 1
dlymetal6s2s_1: 0 / 3
a31o_2: 1 / 1
xnor2_1: 2 / 2
inv_1: 2 / 2
mux2i_1: 2 / 2
fa_2: 0 / 2
ha_1: 4 / 4
a2111oi_2: 1 / 1
a211oi_1: 1 / 1
a211o_1: 1 / 1
buf_4: 0 / 5
and3_1: 1 / 1
nor2b_1: 2 / 2
nand3_1: 1 / 1
o22ai_1: 1 / 1
a21oi_1: 3 / 3
o31ai_4: 1 / 1
cells by family after synthesis:
| logic type | Yosys count | synth area share, % |
|---|---|---|
| simple gates | 4 | 9.55 |
| fa+ha+maj | 6 | 36.2 |
| buf+inv | 2 | 3.02 |
| mux | 2 | 8.04 |
| xor+xnor | 2 | 7.04 |
| compound gates | 10 | 36.2 |
worst max-delay path, cell delays in order:
cell and delay (ns):
clkdlybuf4s50_1 0.42, fa_2 0.36, fa_2 0.52, inv_1 0.05
ha_1 0.18, nor2b_1 0.13, a31o_2 0.25, o31ai_4 0.21
mux2i_1 0.21, clkdlybuf4s50_1 0.48
through the flow:
step / hold slack (ns) / TNS [ns] / util (%)
after CTS: 3.14 / 0 / 14.1
final: 2.77 / 0 / 14.5
after global routing: 2.82 / 0 / 14.5
after global placement: 3.12 / -0.0738 / 14.0
after floorplan: 2.11 / 0 / -
after detailed placement: 3.13 / -0.120 / 14.0
timing repair:
| action | in CTS | in global routing |
|---|---|---|
| hold buffers | 0 | 0 |
| buffers inserted | 0 | 1 |
| endpoints found under the setup margin | 2 | 3 |
| resized | 2 | 3 |
| pin swaps | 0 | 1 |
routing by layer:
metal / GRT usage (%) / wire length, µm
met2: 3.53 / 326
met3: 0 / 23
met5: 0 / 0
met1: 2.66 / 294
met4: 0 / 0
Power and IR drop assume default switching activity.
